`design/flow/run.sh`:
```
#!/bin/bash
# OpenROAD 26Q1-2900-gdf79404cd8, Yosys 0.63+post, stock flow scripts
make -C /OpenROAD-flow-scripts/flow DESIGN_CONFIG=/design/flow/config.mk WORK_HOME=/design/flow/orfs finish
```
`design/flow/config.mk`:
```
export PLATFORM = sky130hd
export DESIGN_NAME = m_registers
export DESIGN_NICKNAME = m_registers
export VERILOG_FILES = /design/flow/design.v
export SDC_FILE = /design/flow/constraint.sdc
export NUM_CORES = 4
export LEC_CHECK = 1
export CORE_AREA = 10 10 287 287
export DIE_AREA = 0 0 297 297
export SYNTH_HDL_FRONTEND = slang
```
`design/flow/constraint.sdc`:
```
current_design m_registers

set clk_period 8.9
set clk_io_pct 0.2

create_clock -name clk0 -period $clk_period [get_ports {clk}]

set non_clock_inputs [all_inputs -no_clocks]
set_input_delay [expr $clk_period * $clk_io_pct] -clock clk0 $non_clock_inputs
set_output_delay [expr $clk_period * $clk_io_pct] -clock clk0 [all_outputs]
```
`design/flow/design.v`:
```
typedef logic [2:0] func3;
parameter func3 MUL    = 3'b000;  
parameter func3 MULH   = 3'b001;  
parameter func3 MULHSU = 3'b010;  
parameter func3 MULHU  = 3'b011;  
parameter func3 DIV    = 3'b100;  
parameter func3 DIVU   = 3'b101;  
parameter func3 REM    = 3'b110;  
parameter func3 REMU   = 3'b111;  
parameter logic [6:0] OPCODE = 7'b0110011;  
parameter logic [6:0] FUNC7 = 7'b0000001;   
parameter logic [13:0] Q_LOGIC      = 14'd12289;   
parameter logic [6:0] OPCODE_CUSTOM = 7'b0001011;  
parameter func3 ADDMOD = 3'b000;  
parameter func3 SUBMOD = 3'b001;  
parameter func3 MULQ   = 3'b010;  
function unsigned [6:0] get_ir_opcode(unsigned [31:0]ir);
    return ir[6:0];
endfunction
function func3 get_ir_func3(unsigned [31:0]ir);
    return ir[14:12];
endfunction
function unsigned [6:0] get_ir_func7(unsigned [31:0]ir);
    return ir[31:25];
endfunction
function logic is_mult(func3 f3);
    return f3[2]==0;
endfunction
function logic is_div(func3 f3);
    return f3[2]==1 && f3[1]==0;
endfunction
function logic is_rem(func3 f3);
    return f3[2]==1 && f3[1]==1;
endfunction
function logic is_negative(unsigned [31:0] value);
    return value[31];
endfunction
function string get_operation_name(logic [6:0] opcode, func3 func3);
    if(opcode == OPCODE) begin
        case (func3)
            MUL: return "MUL";
            MULH: return "MULH";
            MULHSU: return "MULHSU";
            MULHU: return "MULHU";
            DIV: return "DIV";
            DIVU: return "DIVU";
            REM: return "REM";
            REMU:  return "REMU";
            default: return "WRONG_M";
        endcase
    end else if (opcode == OPCODE_CUSTOM) begin
        case (func3)
            ADDMOD: return "ADDMOD";
            SUBMOD: return "SUBMOD";
            MULQ: return "MULQ";
            default: return "WRONG_CUSTOM";
        endcase
    end else begin
        return "WRONG_OPCODE";
    end
endfunction
module m_registers(
    input logic clk, resetn,
    input logic [2-1:0]   mux_A,
    input logic [2-1:0]   mux_B,
    input logic sub_neg,
    input logic result_signed,
    input logic [3-1:0] mux_R,  
    input logic [3-1:0] mux_D,  
    input logic [2-1:0] mux_Z,  
    input logic [31:0] rs1, rs2,  
    input logic [31:0] rs1_neg, rs2_neg,
    input logic [31:0] sub_result,  
    input logic [65:0] alu_out,
    output logic signed [32:0] A,
    output logic signed [32:0] B,
    output logic [31:0] R,  
    output logic [62:0] D,  
    output logic [31:0] Z   
);
logic [31:0] next_R;  
logic [62:0] next_D;  
logic [31:0] next_Z;  
logic signed [32:0] next_A, next_B;  
always_ff @(posedge clk)  
begin
    if(~resetn)
    begin
        R <= '0;
        D <= '0;
        Z <= '0;
        A <= '0;
        B <= '0;
    end
    else
    begin
        R <= next_R;
        D <= next_D;
        Z <= next_Z;
        A <= next_A;
        B <= next_B;
    end
end
always_comb
begin
    next_R = R;
    next_D = D;
    next_Z = Z;
    next_A = {1'b0 , R};
    next_B = {1'b0 , D[62:31]};
    unique case (mux_R)
        3'd0:       next_R = R;
        3'd1:          next_R = rs1;
        3'd2:      next_R = rs1_neg;
        3'd3:   next_R = sub_neg ? R : sub_result;
        3'd4: next_R = alu_out[31:0];
    endcase;
    unique case (mux_D)
        3'd0:  next_D = D;
        3'd1:     next_D = {rs2,31'd0};
        3'd2: next_D = {rs2_neg,31'd0};
        3'd3:   next_D = {1'b0,D[62:1]};
        3'd4:     next_D = {22'd0,Q_LOGIC,27'd0};
    endcase
    unique case (mux_Z)
        2'd0:    next_Z = Z;
        2'd1:    next_Z = '0;
        2'd2: next_Z = {Z[30:0],~sub_neg};
        2'd3: next_Z = result_signed ? {alu_out[65], alu_out[62:32]} : alu_out[63:32];
    endcase
    unique case (mux_A)
        2'd0: next_A[32] = 1'b0;   
        2'd1  : next_A[32] = R[31];  
        2'd2      : next_A     = 33'd0;  
        2'd3      : next_A     = A;
    endcase
    unique case (mux_B)
        2'd0: next_B[32] = 1'b0;   
        2'd1  : next_B[32] = D[62];  
        2'd2      : next_B     = 33'd0;  
        2'd3      : next_B     = B;
    endcase
end
endmodule
```
==> ci_impl_report.md <==
### Flow metrics

| Metric | Value |
|---|---|
| Number of post-CTS setup repair buffers | `0` |
| Rows | `101` |
| Clk pin slew, worst setup/hold paths | `around 0.080 ns` |
| Synth top cell by count | `dfxtp_1` |
| Sequential share of power | `0.426` |
| Setup_tns | `0 ns` |
| Placer congestion estimate | `around 0.87` |
| Clock power share | `0.374` |
| Syn Std Cell Area | `10,200 sq um` |
| Clock Skew | `0.0169 ns` |
| P per Cell Area | `140 nW/um^2` |
| NetSw | `0.675 mW` |
| Worst slew pin tran | `0.813 ns` |
| FFs w/ async S/R, synth | `0` |
| Post-synth seq share | `0.379` |
| Library cells used by synthesis | `40` |
| Worst EP arrival | `~4.5 ns` |
| Initial Util | `0.134` |
| First-pass DRT Iterations | `4` |
| Root buffer cell | `clkbuf_16` |
| CP Capture Type | `flop` |
| Dominant comb cell | `AND-OR/OR-AND gates` |
| Final min period | `between 4 and 5 ns` |
| Post-synth mux share | `0.0626` |
| DP Area | `15,400 sq um` |
| Log Warnings | `26` |
| Vias | `10.2k` |
| Design Power | `between 2 and 2.5 mW` |
| Post-Synthesis Cells | `1,128` |
| Comb pwr share | `0.200` |
| # setup viols final | `0` |
| Deepest clock path buffer count | `2` |
| Port Buffer Count | `around 430` |
| Post-layout period usage | `0.464` |
| Worst setup path category | `input pin to flop` |
| CTS tree | `done` |
| Detail Placement HPWL | `35,800 um` |
| Complex Gates by Area | `0.265` |
| Pleak | `5.20 nW` |
| Vias in the first global route | `10.1k` |
| CTS Buf Count | `17` |
| Design Area, Final | `16,000 sq um` |
| Commonest cells post-synth | `dfxtp_1, clkbuf_1, a21oi_1` |
| Crit path cell chain | `buf_2 -> buf_4 -> and3_4 -> o21a_4 -> o41ai_2` |
| Layout cells sized above 1 | `0.168` |
| Cell area leaders | `dfxtp_1, or3b_2, a21oi_1, o41ai_2, a22oi_1` |
| Largest net degree at the start of global routing | `roughly 98` |
| Area leader share | `0.379` |
| Adders+Majority by Area | `0` |
| Critical Path RT | `9.24 ns` |
| Worst-path maximum fanout | `60` |
| CTS resizes | `0` |
| Hold buffer count at CTS | `0` |
| Crit start category | `input pin` |
| IO Pins | `435` |
| Rel. slew slack | `0.458` |
| Run status | `finished, final reports clean` |
| Final-layout fill cell count | `between 8k and 9k` |
| Seq cells post-synth | `193` |
| Simple Share, Synth | `0.231` |
| Maxcap violations | `0` |
| Die Width | `297 um` |
| Syn avg cell area | `9.03 sq um` |
| Die ar. | `88,200 sq um` |
| Peak per-stage delay on the critical path | `0.65 ns` |
| CP max stage cell | `o21a_4` |
| Yosys Instances | `~1.1k` |
| EDFF count, synth | `0` |
| First-pass GRT wire length | `just over 70,000 um` |
| Iter 0 DRT Violations | `between 500 and 600` |
| XOR-XNOR Cells, Area Fraction | `0.00160` |
| Synth Flop Type | `dfxtp_1` |
| Final WL | `49,600 um` |
| Drt via density | `4.06` |
| Clk latency of the worst-skew pair | `0.49 ns` |
| Post-synth top area cell | `dfxtp_1` |
| HP Class | `flop to flop` |
| Area Overhead vs Synth | `56.9%` |
| Final Hold Viols | `0` |
| Number of remaining DRC errors | `0` |
| Total GRT Usage | `0.109` |
| H-tree depth | `4` |
| Internal power | `roughly 1.6 mW` |
| Core area | `75,900 sq um` |
| Peak VDD IR | `0.101 mV` |
| Buffers & Inverters on Critical Path | `2` |
| Die height | `approximately 300 um` |
| Final ANT Viol Nets | `0` |
| WL/cell | `19.8 um` |
| RSZ-0062 raised after global routing | `no` |
| Slew Limit Fails | `0` |
| Initial antenna violation count | `7` |
| Synth warn | `0` |
| Sink Count | `193` |
| Worst path top cell family by delay | `buffers and inverters` |
| Switching Share | `0.301` |
| Fmax | `0.242 GHz` |
| GRT overflow | `0` |
| Chip Area, Yosys | `10,200 sq um` |
[layer usage]
| metal | wire (um) | vias to the layer above | global-route usage |
|---|---|---|---|
| met4 | 746 | 6 | 0.0155 |
| met2 | 23300 | 330 | 0.174 |
| li1 | - | 4905 | - |
| met5 | 52 | - | 0 |
| met3 | 3220 | 30 | 0.0326 |
| met1 | 22300 | 4911 | 0.147 |
[final cells by class]
cell class / instances / area (sq um) / area share
clock inverters: 13 / 166 / 0.0104
diodes: 2 / 5.00 / 0.000313
clock buffers: 19 / 433 / 0.0271
well taps: 1030 / 1290 / 0.0806
multi-input cells: 793 / 5740 / 0.359
flip-flops and latches: 193 / 3860 / 0.242
inverters: 4 / 20.0 / 0.00125
repair buffers: 456 / 4470 / 0.280
[power groups by stage]
stage / Clock [mW] / Combinational (mW) / Sequential, mW
6_report: 0.839 / 0.450 / 0.957
4_1_cts: 0.881 / 0.456 / 0.960
5_1_grt: 0.901 / 0.488 / 0.965
[metrics by stage]
stage | instances | hold WS (ns) | util | worst slack (ns)
finish | 2510 | 0.462 | 0.211 | 4.77
global route | 2510 | 0.484 | 0.211 | 4.65
CTS | 2508 | 0.465 | 0.210 | 4.88
detailed placement | 2476 | 0.454 | 0.203 | 4.32
global placement | 2476 | 0.438 | 0.203 | 4.30
floorplan | 1128 | 0.418 | - | 5.92
[logic make-up after synthesis]
kind of cell | count (synthesis)
and+or+nand+nor | 374
AOI/OAI and AO/OA | 358
DFF | 193
buffers and inverters | 142
muxes | 60
xor gates and xnor gates | 1
[sequential cells by signal, summed over array words and instances (netlist names)]
name / flops
A: 33
B: 33
R: 32
Z: 32
D: 63
[path summary, 6_finish.rpt]
kind | cells past startpoint | start | slack (ns) | to
worst max register to register | 3 | D[41] | 7.74 | D[40]
worst min register to register | 2 | Z[31] | 0.46 | Z[31]
worst min-delay path | 2 | Z[31] | 0.46 | Z[31]
worst max-delay path | 5 | mux_R[1] | 4.77 | R[12]
[worst min-delay path, stage by stage (launching register included)]
cell,delay [ns]
dfxtp_1,0.32
nand2_1,0.05
a21oi_1,0.05
[cell usage in the layout, fill, tap and decap left out, drive strengths merged, types with 33 or more instances in the layout]
cell,instances
clkdlybuf4s50,423
dfxtp,193
a21oi,102
or3b,96
nor2,68
nand2b,64
nand3,64
a22oi,60
a211oi,58
o21ai,36
buf,33
Power and IR drop assume default switching activity.

===== /design/flow/config.mk =====
export PLATFORM = sky130hd
export DESIGN_NAME = m_alu
export DESIGN_NICKNAME = m_alu
export VERILOG_FILES = /design/flow/design.v
export SDC_FILE = /design/flow/constraint.sdc
export NUM_CORES = 4
export LEC_CHECK = 1
export CORE_UTILIZATION = 50
export SYNTH_HDL_FRONTEND = slang

===== /design/flow/constraint.sdc =====
current_design m_alu

set clk_period 31.9
set clk_io_pct 0.2

create_clock -name clk0 -period $clk_period

set non_clock_inputs [all_inputs -no_clocks]
set_input_delay [expr $clk_period * $clk_io_pct] -clock clk0 $non_clock_inputs
set_output_delay [expr $clk_period * $clk_io_pct] -clock clk0 [all_outputs]

===== /design/flow/design.v =====
typedef logic [2:0] func3;
parameter func3 MUL    = 3'b000;  
parameter func3 MULH   = 3'b001;  
parameter func3 MULHSU = 3'b010;  
parameter func3 MULHU  = 3'b011;  
parameter func3 DIV    = 3'b100;  
parameter func3 DIVU   = 3'b101;  
parameter func3 REM    = 3'b110;  
parameter func3 REMU   = 3'b111;  
parameter logic [6:0] OPCODE = 7'b0110011;  
parameter logic [6:0] FUNC7 = 7'b0000001;   
parameter logic [13:0] Q_LOGIC      = 14'd12289;   
parameter logic [6:0] OPCODE_CUSTOM = 7'b0001011;  
parameter func3 ADDMOD = 3'b000;  
parameter func3 SUBMOD = 3'b001;  
parameter func3 MULQ   = 3'b010;  
function unsigned [6:0] get_ir_opcode(unsigned [31:0]ir);
    return ir[6:0];
endfunction
function func3 get_ir_func3(unsigned [31:0]ir);
    return ir[14:12];
endfunction
function unsigned [6:0] get_ir_func7(unsigned [31:0]ir);
    return ir[31:25];
endfunction
function logic is_mult(func3 f3);
    return f3[2]==0;
endfunction
function logic is_div(func3 f3);
    return f3[2]==1 && f3[1]==0;
endfunction
function logic is_rem(func3 f3);
    return f3[2]==1 && f3[1]==1;
endfunction
function logic is_negative(unsigned [31:0] value);
    return value[31];
endfunction
function string get_operation_name(logic [6:0] opcode, func3 func3);
    if(opcode == OPCODE) begin
        case (func3)
            MUL: return "MUL";
            MULH: return "MULH";
            MULHSU: return "MULHSU";
            MULHU: return "MULHU";
            DIV: return "DIV";
            DIVU: return "DIVU";
            REM: return "REM";
            REMU:  return "REMU";
            default: return "WRONG_M";
        endcase
    end else if (opcode == OPCODE_CUSTOM) begin
        case (func3)
            ADDMOD: return "ADDMOD";
            SUBMOD: return "SUBMOD";
            MULQ: return "MULQ";
            default: return "WRONG_CUSTOM";
        endcase
    end else begin
        return "WRONG_OPCODE";
    end
endfunction
module m_alu(
    input logic [1-1:0] mux_div_rem,
    input logic [ 2-1:0] mux_aluout,
    input logic [31:0] R,  
    input logic [62:0] D,  
    input logic [31:0] Z,  
    input logic signed [32:0] A,
    input logic signed [32:0] B,
    output logic sub_neg,
    output logic [31:0] sub_result,
    output logic [31:0] div_rem,
    output logic [31:0] div_rem_neg,
    output logic signed [65:0] alu_out
);
logic signed [63:0] sub_result_sign;
logic [62:0] sub_a, sub_b;
assign sub_a = {31'd0,R};  
assign sub_b = D;
assign sub_result_sign = sub_a - sub_b;  
assign sub_result = sub_result_sign[31:0];
assign sub_neg = sub_result_sign[63];
logic is_sub;
logic signed [16:0] sum_a, sum_b, sum_Q;
logic signed [17:0] sum;
logic signed [18:0] sum_corrected;
logic sum_greater_Q, sub_custom_neg;
logic signed [65:0] product;
always_comb begin
    sum = '0;  
    is_sub = (mux_aluout==2'd2);
    sum_a = {A[32],A[14:0],is_sub};
    sum_b = {B[32],B[14:0],1'b0};
    sum = sum_a + (is_sub ? ~sum_b : sum_b);
    sum[0] = 1'b1;  
    sum_Q[16:1] = is_sub ? {2'b00, Q_LOGIC} : {2'b11, ~Q_LOGIC};
    sum_Q[0] = ~is_sub;
    sum_corrected = sum + sum_Q; 
    product = A * B;  
    sum_greater_Q = sum[17:1] >= {3'b000, Q_LOGIC};
    sub_custom_neg = sum[17];
    case (mux_aluout)
        2'd0:  alu_out = product;
        2'd1: alu_out = sum_greater_Q  ? {48'd0, sum_corrected[18:1]} : {49'd0, sum[17:1]};
        2'd2: alu_out = sub_custom_neg ? {48'd0, sum_corrected[18:1]} : {49'd0, sum[17:1]};
        default:           alu_out = product;
    endcase
end
always_comb begin
    unique case(mux_div_rem)
        1'd0: div_rem = R;
        1'd1: div_rem = Z;
    endcase
    div_rem_neg = -div_rem;  
end
endmodule

===== /design/flow/run.sh =====
#!/bin/bash
# OpenROAD 26Q1-2900-gdf79404cd8, Yosys 0.63+post, stock flow scripts
make -C /OpenROAD-flow-scripts/flow DESIGN_CONFIG=/design/flow/config.mk WORK_HOME=/design/flow/orfs finish

==> run summary <==
fresh numbers from the pnr run: critical path class in2out, I/O Buffers around 360, Initial DRT Pass Iterations 4, RSZ-0062 raised after global routing false, crit path time final between 20 and 25 ns, WP data arrival about 16 ns, gr usage total 0.320, Post-Route WL 126,000 µm, CORE AREA between 0.08 and 0.09 mm², Setup violations, final 0, Vias/cell 5.24, Hold Slack ~14 ns, Final Max Slew Viols 0, Vias approximately 33,000, syn avg cell area slightly below 9 µm², worst-path fanout max 33, pre-CTS WS between 9 and 10 ns, fp util 0.505, Post-CTS Setup Inserts 0, initial antenna violation count 1, Die W between 200 and 300 µm, Die Ht 298 µm, final hold violations 0, FF/Latch Area 0 µm², final worst path period share 0.698, Yosys chip area 0.0439 mm², Layout area overhead 10.7%, antenna viol nets, final 0, I/O pin count around 360, yosys cell count around 5,000, initial drt markers about 1,200, first-pass GRT wire length between 200,000 and 250,000 µm, status complete, no violations, leading area contributor after synthesis fa_1, global route overflow 0, clkbuf count 0, Detailed Place HPWL ~100,000 µm, Remaining DRCs 0, Max Clk Rate 44.9 MHz, Worst Path Required around 26 ns, Synth top cell by count inv_1, proportion of layout cells with a drive suffix above 1 0.0256, Slew HR 0.354, Setup WS post-layout just under 10 ns, Log Warnings 33, Setup TNS 0 ns, vias in the first global route 35,498, Worst Tran Pin Value about 0.96 ns, startpoint types input port, hold_buf cts 0, largest net degree at the start of global routing 44, Unique cell types around 80, CP Capture Type output pin, wire per inst ~20 µm, top cells by count, synth inv_1, fa_1, nand2_1, and2_1, ha_1, Worst Hold Class in2out, gp weighted congestion slightly below 1, registers 0, synthesized area 0.0439 mm², yosys warning tally 0, Max-Cap Viols 0, Die ar. 0.0889 mm², Resize count post-CTS 0, Cell area leaders fa_1, inv_1, ha_1, and2_1, nand2_1, register share after synthesis 0, # diodes 0, Mapped Cells 4,957, Row Count between 100 and 150, Yosys top cell area share 0.523
[layout make-up]
| cell class | instances | area [µm²] |
|---|---|---|
| Fill cell | 8043 | 38400 |
| Tap cell | 1155 | 1450 |
| Timing Repair Buffer | 433 | 4140 |
| Inverter | 1222 | 4590 |
| Multi-Input combinational cell | 3497 | 38400 |
[per-layer routing]
metal | routed length (µm) | up-vias | global-route usage
li1 | - | 14916 | -
met1 | 48900 | 17012 | 0.455
met2 | 64900 | 917 | 0.524
met3 | 7860 | 184 | 0.0733
met4 | 4330 | 0 | 0.0841
met5 | 0 | - | 0
[cells in the final DEF (no fill, tap or decap), types with 6 or more instances in the layout]
cell type	count
o21a_1	18
and2_1	560
nand2b_1	26
inv_1	1219
mux2_2	17
a21o_1	48
o21bai_1	12
a31oi_1	16
nor3b_1	6
ha_1	286
o21ai_0	65
nand2_1	593
nor3_1	38
xnor2_1	94
a211oi_1	12
xor2_1	72
nor4_1	17
mux2i_1	22
nand3_1	23
fa_1	1146
a21oi_1	125
o21ai_1	6
o211ai_1	10
o22ai_2	10
nand4_1	16
nor2_1	130
or2_2	7
clkdlybuf4s50_1	358
and3_1	12
buf_4	74
nor2b_1	21
[worst max-delay path, cell delays in order]
cell	delay, ns
clkdlybuf4s50_1	0.46
buf_4	0.40
and2_1	0.22
fa_1	0.45
fa_1	0.55
inv_1	0.12
fa_1	0.56
inv_1	0.06
fa_1	0.50
fa_1	0.70
fa_1	0.48
fa_1	0.49
inv_1	0.05
fa_1	0.47
inv_1	0.04
ha_1	0.43
and4_1	0.29
nor4bb_1	0.51
nand3_1	0.17
a211oi_1	0.42
or3_1	0.42
a41o_1	0.30
a21o_1	0.15
a21oi_2	0.09
o21a_2	0.25
o21ai_1	0.16
mux2i_1	0.20
clkdlybuf4s50_1	0.53
[kinds of logic (layout without fill, tap and decap cells)]
group | count (synthesis) | after routing | share of synthesized area
buf+inv | 1460 | 1655 | 0.126
fa+ha+maj | 1432 | 1432 | 0.605
mux | 40 | 40 | 0.00970
compound gates | 387 | 387 | 0.0587
xor+xnor | 167 | 167 | 0.0335
simple gates | 1471 | 1471 | 0.168
[final timing paths]
check / start / to / slack (ns) / depth (start not counted)
setup / recovery: A[25] / alu_out[64] / 9.64 / 28
hold / removal: mux_div_rem / div_rem[17] / 13.74 / 4
[per-stage QoR]
stage | instances | instance area [µm²] | util
6_report | 6307 | 48500 | 0.558
3_3_place_gp | 6307 | 48500 | 0.558
2_1_floorplan | 4957 | 43900 | -
4_1_cts | 6307 | 48500 | 0.558
3_5_place_dp | 6307 | 48500 | 0.558
5_1_grt | 6307 | 48500 | 0.558
